--- ./config.mk ---
export PLATFORM = sky130hd
export DESIGN_NAME = shift_counter
export DESIGN_NICKNAME = shift_counter
export VERILOG_FILES = /design/flow/design.v
export SDC_FILE = /design/flow/constraint.sdc
export NUM_CORES = 4
export LEC_CHECK = 1
export CORE_AREA = 10 10 71 71
export DIE_AREA = 0 0 81 81
--- ./constraint.sdc ---
current_design shift_counter

set clk_period 2.4
set clk_io_pct 0.2

create_clock -name clk0 -period $clk_period [get_ports {clk}]

set non_clock_inputs [all_inputs -no_clocks]
set_input_delay [expr $clk_period * $clk_io_pct] -clock clk0 $non_clock_inputs
set_output_delay [expr $clk_period * $clk_io_pct] -clock clk0 [all_outputs]
--- ./design.v ---
`timescale 1ns / 1ns
module shift_counter(count, clk, reset);
	output reg [7:0] count;
	input clk, reset;
	reg dir;
	reg [1:0] cnt;
	always @(posedge clk) begin
		if (reset) begin
			count <= 8'b1;
			cnt <= 2'b0;
			dir <= 1'b1;
		end else begin
			if (!dir) begin 
				if (count == 8'b1) begin 
					dir <= 8'b1;
					cnt <= 2'b0;
				end else count <= count >> 1;
			end else begin
				if (cnt == 2'b11) begin 
					if (count == 8'b1000_0000) dir <= 1'b0;
					else count <= count << 1;
				end else begin
					cnt <= cnt + 1;
					count <= count;
				end
			end
		end
	end
endmodule
--- ./run.sh ---
#!/bin/bash
# OpenROAD 26Q1-2900-gdf79404cd8, Yosys 0.63+post, stock flow scripts
make -C /OpenROAD-flow-scripts/flow DESIGN_CONFIG=/design/flow/config.mk WORK_HOME=/design/flow/orfs finish
==> Slide: Implementation Results <==
Key Metrics from the Run

Worst setup path
  • Cells traversed along the worst timing path: clkdlybuf4s50_1
  • Largest driver fanout on the critical path: 5
  • Setup crit start kind: flip-flop
  • Reg-to-reg endpoint: count[6]
  • Number of cell instances on the worst register-to-register path: 4
  • Arrival time worst endpoint: 1.22 ns
  • Type of destination of the critical path: output port
  • Critical setup path kind: flip-flop to output port
  • CP peak stage delay: 0.52 ns
  • Beginning of the critical path: count[1]
  • Worst Path Required: 1.92 ns
  • Standard cell with the maximum stage delay on the critical path: clkdlybuf4s50_1
  • Startpoint of the worst-slack reg-to-reg timing path: count[1]
  • Reg-to-reg setup timing slack: 0.81 ns
  • Top Family by Delay on Critical Path: buffers and inverters
  • Buffer and inverter count on the worst path: 1

Synthesis
  • Syn Area/Cell: 8.89 um^2
  • Fraction of synthesized cell area taken by the top area cell type: 37.5%
  • Sequential fraction of the synthesis area: 37.5%
  • Yosys Instances: 66
  • Synthesis Warnings: 1
  • Cell types occupying the most area after synthesis: dfxtp_1, mux2i_1, a211oi_1, nor2_1, nor4_4
  • Post-synthesis cell type with the largest combined area: dfxtp_1
  • Post-Syn Instances: 66
  • Chip area estimate from yosys synthesis: 587 um^2
  • Synthesized flop and latch total: 11
  • Post-Syn Area: 587 um^2
  • Number of distinct standard cells referenced by the synthesized netlist: 29

Final timing
  • Final Hold Slack: 0.483 ns
  • Sum of negative setup slack: 0 ns
  • Tightest Pin Transition: 0.568 ns
  • Maximum clock rate: 0.588 GHz
  • Setup skew after layout: 0.00507 ns
  • Max Transition Viols Final: 0
  • Time the final worst path needs with I/O delays and setup: 1.70 ns
  • Setup repair after global routing missed its margin: false
  • Number of hold-slack violations in the final timing report: 0
  • Normalized max-slew margin: 62.1%
  • Share of the clock period used by the worst path: 70.8%
  • Final setup viols: 0

Global route
  • Pin count of the biggest net entering global routing: 20
  • Final global-route overflow total: 0
  • Overall routing resource usage: 4.39%
  • Via count of the first global-routing pass: 540
  • Wire length of the first global-routing pass: 2.46 mm
  • Initial antenna violation count: 0

Route
  • Number of search-and-repair iterations in the first detailed-routing pass: 4
  • Vias post-DR: 548
  • Final antenna diode count: 0
  • Per-cell routed wire length: 11.4 um
  • Mean number of vias per cell: 4.46
  • Total detailed-routing wirelength: 1.41 mm
  • Antenna viol nets, final: 0
  • Drt drc: 0
  • DRC marker count from the first detailed-route iteration: 8

Power and ir drop
  • Power after layout: 0.000477 W
  • Static leakage: 0.281 nW
  • Cell area power density: 624 nW/um^2
  • Peak supply drop: 303 uV

Floorplan
  • Area of the core: 3630 um^2
  • I/O pin total: 10
  • Height of the die: 81 um
  • Row Count: 22
  • Area of the die: 6560 um^2
  • Width of the die: 81 um
  • FP Core Util: 16.2%

Layout
  • Sequential cell area: 220 um^2
  • Area growth, synth to finish: 30.3%
  • Non-Filler Cell Area, Final: 764 um^2
  • Fraction of layout cells with a size suffix above 1: 12.0%
  • Total of fill cells in the finished design: 401
  • Combinational gate area: 338 um^2
  • Fraction of the core area covered by cells at the end of the flow: 21.0%

Clock network
  • Clock root cell: clkbuf_8
  • Number of buffers inserted by post-CTS setup repair: 0
  • TritonCTS clock tree: built
  • CTS Sinks: 11
  • CTS clk-pin slew, worst paths: 0.05 ns
  • PostCTS Resize Cnt: 0
  • Inserted Clock Buffers: 3
  • Clk latency late pin: 0.23 ns
  • Number of H-tree levels: 1
  • Number of hold buffers added after cts: 0
  • Max Buffers Root-to-Sink: 2

Placement
  • Placed Instance Area: 719 um^2
  • Final HPWL DP: 969 um
  • Routability congestion estimate from global placement: 0.807
  • Number of buffers added on ports: 9

Worst hold path
  • Worst hold path startpoint: cnt[1]
  • Destination of the worst hold path: cnt[1]
  • WHS Path Cells: 2
  • Classification of the worst-slack hold path: flip-flop to flip-flop

Flow run
  • Max Cap Viol: 0
  • Number of warnings in the stage logs: 25

Status
  • Result of the run: finished clean
-- per-stage QoR --
step / std cells / worst slack (ns)
after floorplan: 66 / 1.07
after global placement: 119 / 0.617
after detailed placement: 119 / 0.601
after CTS: 123 / 0.698
after global routing: 123 / 0.637
final: 123 / 0.700
-- power by group --
part,switching [W],total [W],internal [W]
clock,0.0000671,0.000184,0.000116
combinational,0.0000362,0.0000811,0.0000449
sequential,0.0000165,0.000212,0.000195
total,0.000120,0.000477,0.000357
-- synth_stat cells (all sizes together) --
| library cell | instances |
|---|---|
| nor4 | 1 |
| ha | 1 |
| mux2i | 4 |
| o21ai | 2 |
| o311ai | 1 |
| a21oi | 4 |
| o21a | 2 |
| inv | 3 |
| a211oi | 4 |
| a31o | 2 |
| nor2b | 2 |
| nor2 | 7 |
| a31oi | 1 |
| a21boi | 1 |
| a211o | 1 |
| nor3 | 1 |
| nand3 | 3 |
| nand4b | 1 |
| a311o | 1 |
| or2 | 1 |
| dfxtp | 11 |
| nand2 | 4 |
| nor3b | 1 |
| o41ai | 1 |
| a22oi | 1 |
| buf | 4 |
| o211ai | 1 |
-- cell families (layout without fill, tap and decap cells) --
logic type	count (synthesis)	after routing	share of synthesized area (%)
flops	11	11	37.5
buf+inv	7	16	4.90
compound gates	22	22	28.1
fa+ha+maj	1	1	2.13
mux	4	4	6.82
simple gates	21	21	20.5
-- layout make-up --
class,instances,area share [%]
Clock buffer,4,5.89
Tap cell,48,7.86
Multi-Input combinational cell,48,44.2
Timing Repair Buffer,9,11.8
Sequential cell,11,28.8
Inverter,3,1.47
-- how the worst max path moves through the flow --
stage / slack [ns] / cells after the start / endpoint
after CTS: 0.70 / 1 / count[1]
final: 0.70 / 1 / count[1]
after global routing: 0.64 / 1 / count[7]
-- flip-flops by register name, indices dropped and copies added (netlist names) --
signal,cells
cnt,2
dir,1
count,8
-- cells in the final DEF (no fill, tap or decap), drive strengths merged --
cell type,instances
clkdlybuf4s50,9
nor3b,1
a21boi,1
clkbuf,4
a31oi,1
nand3,3
nor3,1
a31o,2
nor4,1
a22oi,1
o21a,2
o211ai,1
o41ai,1
mux2i,4
o311ai,1
a21oi,4
nor2b,2
nand4b,1
a311o,1
inv,3
ha,1
o21ai,2
nor2,7
a211o,1
dfxtp,11
a211oi,4
or2,1
nand2,4
-- layer usage --
metal  global-route usage, %  wire length, um  vias up
met2                    6.29              641        9
met3                    1.34               96        2
met5                       0                0        -
met1                    6.39              661      273
met4                   0.865                7        0
li1                        -                -      264
Power figures rest on the tool's default switching activity, not on a simulated workload.
