===== design/flow/run.sh =====
#!/bin/bash
# OpenROAD 26Q1-2900-gdf79404cd8, Yosys 0.63+post, stock flow scripts
make -C /OpenROAD-flow-scripts/flow DESIGN_CONFIG=/design/flow/config.mk WORK_HOME=/design/flow/orfs finish

===== design/flow/config.mk =====
export PLATFORM = sky130hd
export DESIGN_NAME = LFSR
export DESIGN_NICKNAME = LFSR
export VERILOG_FILES = /design/flow/design.v
export SDC_FILE = /design/flow/constraint.sdc
export NUM_CORES = 4
export LEC_CHECK = 1
export CORE_AREA = 10 10 96 96
export DIE_AREA = 0 0 106 106

===== design/flow/constraint.sdc =====
current_design LFSR

set clk_period 1.3
set clk_io_pct 0.2

create_clock -name clk0 -period $clk_period [get_ports {clk}]

set non_clock_inputs [all_inputs -no_clocks]
set_input_delay [expr $clk_period * $clk_io_pct] -clock clk0 $non_clock_inputs
set_output_delay [expr $clk_period * $clk_io_pct] -clock clk0 [all_outputs]

===== design/flow/design.v =====
`timescale 10ns / 1ns
module LFSR(output reg [1:26] q,
	    input clk,
	    input rst_n,
	    input load,
	    input [1:26] din
	   );
always @(posedge clk)
begin
if (!rst_n)
	q <= 26'b0;
else if (load)
	q <= (|din) ? din : 26'b1;
else if (q == 26'b0)
	q = 26'b1;
else
begin
	q[10:26] <= q[9:25];
	q[9] <= q[8] ^ q[26];
	q[8] <= q[7] ^ q[26];
	q[3:7] <= q[2:6];
	q[2] <= q[1] ^ q[26];
	q[1] <= q[26];
end
end
endmodule

==> flow_summary.json <==
{
  "outcome": "finished, final reports clean",
  "end_kind": "flop",
  "numCtsBuffers": 3,
  "syn_to_final_growth_pct": 90.1,
  "grtUsageTotal_pct": 7.13,
  "hold_path.class": "in -> reg",
  "drv_slew": 0,
  "overflow": 0,
  "routedWlPerCell_microns": 14.1,
  "viasPerCell": 3.71,
  "ys_sh_xor_pct": 2.26,
  "yosys_warnings": 1,
  "skew_ns": 0.00368,
  "rows": 31,
  "antenna_found_initial": 0,
  "io_buffers": 54,
  "worst-path-max-fanout": 2,
  "holdWs_ns": 0.385,
  "route.detailed.drc": 0,
  "ys_sh_simple_pct": 27.2,
  "required_ns": 1.51,
  "powerDensity_nw_per_um2": 849,
  "wirelength_microns": 4230,
  "ys_sh_aoi_pct": 2.58,
  "die_w_microns": 106,
  "cts_tree": "built",
  "critPathArrivalTime_ns": 1.49,
  "clk-insertion-delay-late_ns": 0.27,
  "cts_sinks": 26,
  "die_h_microns": 106,
  "met1_usage_pct": 9.45,
  "hold_viol_final": 0,
  "dp_hpwl_microns": 3230,
  "ant_nets": 0,
  "clk_pin_slew_ns": 0.09,
  "die-area_sq_um": 11200,
  "synth_area_per_cell_sq_um": 10.6,
  "tool_warnings": 25,
  "syn_inst": 110,
  "cts_buffer_depth": 2,
  "ys.flops": 26,
  "muxShareOfSynthArea_pct": 18.9,
  "hold_buffers": 0,
  "grt-busiest-layer": "met2",
  "io_pins": 55,
  "cts_max_level": 1,
  "worstSetupStartpointType": "input pin",
  "post-route-period-util_pct": 98.6,
  "met2_usage_pct": 11.9,
  "rsz0062_at_grt": "false",
  "power_mw": 1.88,
  "drive_gt1_share_pct": 39.6,
  "timing.fmax_mhz": 780,
  "drt_iter0_drc": 68,
  "clockRootBuffer": "clkbuf_8",
  "r2r_start": "q[9]",
  "vias": 1117,
  "r2r_cells": 5,
  "grt_pass1_wl_microns": 6510,
  "antenna-diode-count": 0,
  "ys_sh_adder_pct": 0,
  "cp-startpoint": "din[7]",
  "fin_crit_ns": 1.28,
  "setup_viol_count_final": 0,
  "min_path_cells": 4,
  "maxCapViolCount": 0,
  "initCoreUtil_pct": 16.1,
  "worstSetupPathType": "in -> reg",
  "leakagePower_nw": 1.01,
  "ys_cells": 110,
  "ys_seq_share_pct": 44.8,
  "max_stage_delay_ns": 0.43,
  "reg2reg_to": "q[26]",
  "relSlewSlack_pct": 78.6,
  "ir_drop_v": 0.000372,
  "path_cells": "clkdlybuf4s50_1 > nor4_1 > nand3_1 > o21ai_1 > o311a_1",
  "grt_max_degree": 27,
  "gp_congestion": 0.803,
  "synth.logic.top_family": "simple AND/OR/NAND/NOR gates",
  "reg.largest.list": "q: 26 flops",
  "lay_top_count": "buf_4",
  "regMostFlops": "q",
  "yosys_area_sq_um": 1160,
  "r2r_slack_ns": 0.07,
  "ys_types": 20,
  "slowest_stage": "clkdlybuf4s50_1",
  "drt_first_pass_iters": 4,
  "mostFrequentLayoutCells": "buf_4, clkdlybuf4s50_1, dlygate4sd2_1, dfxtp_2",
  "crit_end": "q[26]",
  "largest_register_ffs": 26,
  "use_met3_pct": 1.71,
  "core_area_sq_um": 7210,
  "timing_worst_slew_pin_value_ns": 0.318,
  "grt_pass1_vias": 1199,
  "syn_area_sq_um": 1160
}
[synth_stat cells, drive strengths merged]
library cell  number  area (sq um)
buf                4          32.5
nor2b             22           138
nand3              2          15.0
o311a              1          10.0
nor2               3          11.3
dlymetal6s2s       1          12.5
and2               3          18.8
mux2i             22           220
and2b              1          7.51
nand4              2          12.5
nor4              12           103
nand2              3          11.3
xnor2              3          26.3
clkbuf             1          3.75
dfxtp             26           521
o21ai              4          20.0
[worst min path at each step]
stage     slack (ns)    end    from
4_1_cts         0.53  q[26]   q[25]
5_1_grt         0.48   q[9]  din[9]
6_report        0.38   q[9]  din[9]
[cell type report]
class / instances / area (sq um)
Fill cell: 765 / 5000
Sequential cell: 26 / 553
Multi-Input combinational cell: 78 / 639
Clock buffer: 4 / 55.1
Timing Repair Buffer: 94 / 838
Tap cell: 99 / 124
[power by group]
part           internal, mW  switching, mW
combinational         0.305          0.169
sequential            0.856         0.0271
clock                 0.271          0.250
[kinds of logic after synthesis]
family / Yosys count
xor+xnor: 3
mux: 22
flops: 26
buf+inv: 6
compound gates: 5
simple gates: 48
[through the flow]
stage | instance area (sq um) | setup slack (ns) | std cells | utilization (%) | TNS (ns)
after global placement | 1930 | -0.306 | 274 | 26.8 | -2.69
final | 2210 | 0.0187 | 301 | 30.6 | 0
after detailed placement | 1930 | -0.350 | 274 | 26.8 | -2.29
after CTS | 2160 | 0.00665 | 301 | 30.0 | 0
after floorplan | 1160 | 0.245 | 110 | - | 0
after global routing | 2210 | 0.00383 | 301 | 30.6 | 0
[routing by layer]
metal  routed length [microns]  vias to the layer above
met4                        51                        0
met2                      2050                       29
met5                         0                        -
met3                       209                        2
li1                          -                      573
met1                      1920                      513
[critical path: cells and delay by family]
family	cells	cell delay [ns]
compound gates	2	0.30
simple gates	2	0.51
buf+inv	1	0.43
[what timing repair did]
item,4_1_cts,5_1_grt
setup endpoints to repair,27,1
hold endpoints to repair,0,0
buffers inserted,23,0
pin swaps,0,6
resized,53,8
