$ cat ./run.sh
#!/bin/bash
# OpenROAD 26Q1-2900-gdf79404cd8, Yosys 0.63+post, stock flow scripts
make -C /OpenROAD-flow-scripts/flow DESIGN_CONFIG=/design/flow/config.mk WORK_HOME=/design/flow/orfs finish
$ cat ./config.mk
export PLATFORM = sky130hd
export DESIGN_NAME = ALU
export DESIGN_NICKNAME = ALU
export VERILOG_FILES = /design/flow/design.v
export SDC_FILE = /design/flow/constraint.sdc
export NUM_CORES = 4
export LEC_CHECK = 1
export CORE_AREA = 10 10 90 90
export DIE_AREA = 0 0 100 100
$ cat ./constraint.sdc
current_design ALU

set clk_period 7.9
set clk_io_pct 0.2

create_clock -name clk0 -period $clk_period

set non_clock_inputs [all_inputs -no_clocks]
set_input_delay [expr $clk_period * $clk_io_pct] -clock clk0 $non_clock_inputs
set_output_delay [expr $clk_period * $clk_io_pct] -clock clk0 [all_outputs]
$ cat ./design.v
`timescale 1ns / 1ns
module ALU(c_out, sum, oper, a, b, c_in);
	output reg c_out;
	output reg [7:0] sum;
	input [2:0] oper;
	input [7:0] a;
	input [7:0] b;
	input c_in;
	always @(*) begin
 		case (oper)
			3'b000: 	{c_out, sum} <= a + b + c_in;
			3'b001:	{c_out, sum} <= a + ~b + c_in;
			3'b010:{c_out, sum} <= b + ~a + ~c_in;
			3'b011:	{c_out, sum} <= {1'b0, a | b};
			3'b100: 	{c_out, sum} <= {1'b0, a & b};
			3'b101:	{c_out, sum} <= {1'b0, (~a) & b};
			3'b110:	{c_out, sum} <= {1'b0, a ^ b};
			3'b111:	{c_out, sum} <= {1'b0, a ~^ b};
		endcase
	end
endmodule
==> impl_metrics.yaml <==
# synthesis and place-and-route metrics
outcome:
  status: "completed"
worst_setup_path:
  worstPathArrival_ps: 4750
  endpoint_kind: "primary output"
  path_buffers: 3
  crit_chain: "clkdlybuf4s50_1 -> inv_1 -> ha_1 -> ha_1 -> fa_1 -> a21o_1 -> a21oi_1 -> xor2_1 -> a21boi_0 -> o311a_1 -> clkdlybuf4s50_1"
  crit_family: "buffers and inverters"
  crit_path_end: "sum[5]"
  path_max_fanout: 7
  timing.critical_path.from: "a[1]"
  slowest_delay_ps: 680
  path_depth: 11
  critPathLaunchType: "input port"
  cp.required_ps: 6320
  critPathSlowestCell: "clkdlybuf4s50_1"
  crit_type: "input port to primary output"
finish:
  post-route-util: 0.351
  ff_count: 0
  synthToLayoutAreaGrowth_pct: 18.0
  lay_top_cells: "inv_1, ha_1, clkdlybuf4s50_1"
  seqCellArea_sq_um: 0
  design_area_sq_um: 2200
  post_route_cells_drive_above_1_share: 0.0369
  clkbuf_count: 0
routing:
  antenna_left: 0
  viasPerCell: 5.06
  drt_first_pass_iters: 4
  vias: 1762
  routed_wl_um: 5100
  highest_layer: "met4"
  first_iter_violations: 74
  met1_length_um: 2490
  wire_per_inst_um: 14.6
  n_antenna_cell: 0
  wl_met3_um: 238
  wl_met2_um: 2330
  route.detailed.drc: 0
timing:
  fin_setup_tns_ps: 0
  hold_viol: 0
  final.setup.worst_slack_ps: 1570
  slew_violations: 0
  fmax_mhz: 158
  rsz0062_at_grt: "no"
  finalSetupViolCount: 0
  fin_crit_sh: 0.801
  tightest_slew_ps: 620
  layout_min_cycle_time_ps: 6330
  relSlewSlack: 0.585
place:
  post_dp_cell_area_sq_um: 2200
  dp_hpwl_um: 4060
  dp_slack_ps: 1530
  place_congestion: 0.953
  numPortBuffers: 29
logic_synthesis:
  synth_warnings: 1
  yosys_area_sq_um: 1870
  synthDistinctLibCells: 49
  ys_cells: 253
  syn-cell-area_sq_um: 1870
  netlist_instances: 253
  postSynthSeqShare: 0
  avgSynthCellArea_sq_um: 7.37
job:
  cap_viol_max_count: 0
  warnings: 54
die:
  rows: 29
  ios: 29
  core_area_sq_um: 6280
  die_w_um: 100
  design.die.area_sq_um: 10000
  fp_util: 0.297
  die_h_um: 100
clock_tree:
  cts_hold_buffers: 0
  cts_setup_buffers: 0
  cts_resized: 0
min_path:
  hp-class: "input port to primary output"
power:
  power_density_nw_per_um2: 72.8
  p_leak_uw: 0.000962
  peakVddDrop_uv: 28.5
global_route:
  track_usage: 0.0997
  antenna_found_initial: 0
  grt_max_degree: 26
  overflow: 0
  first_global_vias: 1658
  grt_pass1_wl_um: 8310
[Yosys cell counts, types with 5 or more instances]
cell type | n | area (sq um)
o21ai_0 | 14 | 70.1
inv_1 | 32 | 120
nor2b_1 | 5 | 31.3
buf_2 | 5 | 25.0
nor2_1 | 19 | 71.3
nor3_1 | 5 | 25.0
nand2_1 | 21 | 78.8
a21o_1 | 5 | 37.5
a21oi_1 | 15 | 75.1
xor2_1 | 15 | 131
clkbuf_1 | 6 | 22.5
fa_1 | 9 | 180
o211ai_1 | 5 | 37.5
xnor2_1 | 8 | 70.1
ha_1 | 32 | 400
[per-stage QoR]
stage	total power (uW)	hold WS [ps]	cells
6_report	160	4320	348
5_1_grt	180	4400	348
4_1_cts	162	4340	348
3_5_place_dp	161	4340	348
3_3_place_gp	161	4340	348
2_1_floorplan	110	3300	253
[final cells by class]
type,count,area [sq um]
timing repair buffer,33,320
multi-input combinational,205,1660
tap,77,96.3
fill,678,4080
inverter,33,124
[worst min-delay path, stage by stage]
cell and delay, ps:
clkdlybuf4s50_1 470, a31oi_1 200, a21oi_1 80, clkdlybuf4s50_1 400
[worst min path at each step]
stage | cells past startpoint | to | startpoint | slack (ps)
after global routing | 4 | sum[0] | b[0] | 4400
final | 4 | sum[0] | b[0] | 4320
after CTS | 4 | sum[0] | b[0] | 4340
[cell families (layout without fill, tap and decap cells)]
| group | Yosys count | count (layout) | synth area share |
|---|---|---|---|
| AND-OR/OR-AND | 74 | 74 | 0.277 |
| XOR/XNOR | 23 | 23 | 0.108 |
| adder cells (fa/ha/maj) | 41 | 41 | 0.311 |
| buffers and inverters | 48 | 66 | 0.110 |
| multiplexers | 6 | 6 | 0.0402 |
| AND/OR/NAND/NOR | 61 | 61 | 0.154 |
[report_power, final]
part / switching, uW / total [uW] / leakage, uW / internal (uW)
sequential: 0 / 0 / 0 / 0
combinational: 82.9 / 160 / 0.000962 / 77.4
clock: 0 / 0 / 0 / 0
[routing by layer]
layer  GRT usage  vias up
met2       0.160       27
met1       0.141      819
met3      0.0180        5
li1            -      911
met5           0        -
met4     0.00978        0
No activity file was given, so power comes from the tool's default toggle rates.
